==> /design/flow/design.v <==
module i2c_4sensor_top (
    input  wire clk,
    input  wire rst,
    inout  wire sda,
    output wire scl,
    output reg [15:0] in1_temp,
    output reg [15:0] in2_airq,
    output reg [15:0] in3_pressure,
    output reg [15:0] in4_light
);
    reg        start;
    wire       busy;
    wire       done;
    reg [6:0]  dev_addr;
    reg [7:0]  reg_addr;
    wire [15:0] read_data;
    i2c_master MASTER (
        .clk(clk),
        .rst(rst),
        .start(start),
        .dev_addr(dev_addr),
        .reg_addr(reg_addr),
        .busy(busy),
        .done(done),
        .sda(sda),
        .scl(scl),
        .read_data(read_data)
    );
    reg [3:0] state;
    localparam S_IDLE   = 0,
               S_T_WAIT = 1,
               S_A_WAIT = 2,
               S_P_WAIT = 3,
               S_L_WAIT = 4;
    always @(posedge clk or posedge rst) begin
        if (rst) begin
            state       <= S_IDLE;
            start       <= 0;
            in1_temp    <= 0;
            in2_airq    <= 0;
            in3_pressure<= 0;
            in4_light   <= 0;
        end else begin
            start <= 0;    
            case(state)
            S_IDLE: begin
                dev_addr <= 7'h44;    
                reg_addr <= 8'h00;    
                start    <= 1;
                state    <= S_T_WAIT;
            end
            S_T_WAIT: begin
                if (done) begin
                    in1_temp <= read_data;
                    dev_addr <= 7'h5A;    
                    reg_addr <= 8'h02;    
                    start    <= 1;
                    state    <= S_A_WAIT;
                end
            end
            S_A_WAIT: begin
                if (done) begin
                    in2_airq <= read_data;
                    dev_addr <= 7'h5C;
                    reg_addr <= 8'h28;
                    start    <= 1;
                    state    <= S_P_WAIT;
                end
            end
            S_P_WAIT: begin
                if (done) begin
                    in3_pressure <= read_data;
                    dev_addr <= 7'h23;
                    reg_addr <= 8'h10;
                    start    <= 1;
                    state    <= S_L_WAIT;
                end
            end
            S_L_WAIT: begin
                if (done) begin
                    in4_light <= read_data;
                    state <= S_IDLE;
                end
            end
            endcase
        end
    end
endmodule
module i2c_master (
    input  wire clk,
    input  wire rst,
    input  wire start,
    input  wire [6:0] dev_addr,
    input  wire [7:0] reg_addr,
    output reg busy,
    output reg done,
    inout  wire sda,
    output wire scl,
    output reg [15:0] read_data
);
    reg [8:0] clk_div;
    reg scl_int;
    always @(posedge clk or posedge rst) begin
        if (rst) begin
            clk_div <= 0;
            scl_int <= 1;
        end else begin
            if (clk_div == 249) begin
                clk_div <= 0;
                scl_int <= ~scl_int;
            end else begin
                clk_div <= clk_div + 1;
            end
        end
    end
    assign scl = scl_int;
    reg sda_out;
    reg sda_oe;
    assign sda = sda_oe ? 1'b0 : 1'bz;
    wire sda_in = sda;
    reg [5:0] state;
    reg [3:0] bit_cnt;
    reg [7:0] shift;
    localparam ST_IDLE     = 0,
               ST_START    = 1,
               ST_ADDR_W   = 2,
               ST_ACK1     = 3,
               ST_REG      = 4,
               ST_ACK2     = 5,
               ST_RESTART  = 6,
               ST_ADDR_R   = 7,
               ST_ACK3     = 8,
               ST_READ_HI  = 9,
               ST_ACK4     = 10,
               ST_READ_LO  = 11,
               ST_NACK     = 12,
               ST_STOP     = 13,
               ST_DONE     = 14;
    always @(posedge clk or posedge rst) begin
        if (rst) begin
            state <= ST_IDLE;
            busy  <= 0;
            done  <= 0;
            sda_oe <= 0;
            shift <= 8'h00;
            bit_cnt <= 0;
            read_data <= 16'h0000;
        end else if (scl_int == 1) begin
            done <= 0;
            case(state)
            ST_IDLE: begin
                busy <= 0;
                sda_oe <= 0;
                if (start) begin
                    busy <= 1;
                    shift <= {dev_addr, 1'b0};   
                    bit_cnt <= 7;
                    state <= ST_START;
                end
            end
            ST_START: begin
                sda_oe <= 1;    
                state <= ST_ADDR_W;
            end
            ST_ADDR_W: begin
                sda_out <= shift[bit_cnt];
                sda_oe <= 1;
                if (bit_cnt == 0) state <= ST_ACK1;
                else bit_cnt <= bit_cnt - 1;
            end
            ST_ACK1: begin
                sda_oe <= 0;    
                shift <= reg_addr;
                bit_cnt <= 7;
                state <= ST_REG;
            end
            ST_REG: begin
                sda_out <= shift[bit_cnt];
                sda_oe <= 1;
                if (bit_cnt == 0) state <= ST_ACK2;
                else bit_cnt <= bit_cnt - 1;
            end
            ST_ACK2: begin
                sda_oe <= 0;
                shift <= {dev_addr, 1'b1};  
                bit_cnt <= 7;
                state <= ST_RESTART;
            end
            ST_RESTART: begin
                sda_oe <= 1;
                state <= ST_ADDR_R;
            end
            ST_ADDR_R: begin
                sda_out <= shift[bit_cnt];
                sda_oe <= 1;
                if (bit_cnt == 0) state <= ST_ACK3;
                else bit_cnt <= bit_cnt - 1;
            end
            ST_ACK3: begin
                sda_oe <= 0;
                bit_cnt <= 7;
                state <= ST_READ_HI;
            end
            ST_READ_HI: begin
                read_data[15:8] <= {read_data[14:8], sda_in};   
                if (bit_cnt == 0) state <= ST_ACK4;
                else bit_cnt <= bit_cnt - 1;
            end
            ST_ACK4: begin
                sda_oe <= 1;   
                bit_cnt <= 7;
                state <= ST_READ_LO;
            end
            ST_READ_LO: begin
                read_data[7:0] <= {read_data[6:0], sda_in};
                if (bit_cnt == 0) state <= ST_NACK;
                else bit_cnt <= bit_cnt - 1;
            end
            ST_NACK: begin
                sda_oe <= 0;
                state <= ST_STOP;
            end
            ST_STOP: begin
                sda_oe <= 1;  
                state <= ST_DONE;
            end
            ST_DONE: begin
                sda_oe <= 0;
                busy <= 0;
                done <= 1;
                state <= ST_IDLE;
            end
            endcase
        end
    end
endmodule
module B1_ROM (
    input  [2:0] addr, 
    output reg signed [15:0] data
);
always @(*) begin
    case (addr)
        0: data = -7876;
        1: data = 3147;
        2: data = -2385;
        3: data = -12180;
        4: data = -11202;
        5: data = -15634;
        6: data = -5337;
        7: data = -6153;
        default: data = 16'd0;
    endcase
end
endmodule
module B2_ROM (
    input  [2:0] addr,       
    output reg signed [15:0] data
);
always @(*) begin
    case (addr)
        0: data = 14483;
        1: data = 24745;
        2: data = -5303;
        3: data = -9328;
        4: data = 20248;
        default: data = 16'd0;
    endcase
end
endmodule
module classifier_top(
    input  [15:0] temp,     
    input  [15:0] light,
    input  [15:0] voc,
    input  [15:0] press,
    output [2:0]  class_id,
    output [4:0]  class 
);
    wire signed [15:0] h [0:7];
    genvar i;
    generate
        for(i = 0; i < 8; i = i + 1) begin : HIDDEN_LAYER
            neuron_h H (
                .in1(temp),
                .in2(light),
                .in3(voc),
                .in4(press),
                .addr(i),       
                .out(h[i])
            );
        end
    endgenerate
    wire signed [15:0] y [0:4];
    genvar j;
    generate
        for(j = 0; j < 5; j = j + 1) begin : OUTPUT_LAYER
            neuron_o O (
                .h1(h[0]),
                .h2(h[1]),
                .h3(h[2]),
                .h4(h[3]),
                .h5(h[4]),
                .h6(h[5]),
                .h7(h[6]),
                .h8(h[7]),
                .addr(j),      
                .out(y[j])
            );
        end
    endgenerate
    reg [2:0] max_index;
    reg signed [15:0] max_value;
    always @(*) begin
        max_value = y[0];
        max_index = 0;
        if(y[1] > max_value) begin max_value = y[1]; max_index = 1; end
        if(y[2] > max_value) begin max_value = y[2]; max_index = 2; end
        if(y[3] > max_value) begin max_value = y[3]; max_index = 3; end
        if(y[4] > max_value) begin max_value = y[4]; max_index = 4; end
    end
    assign class_id = max_index;
    assign class_onehot = (max_index == 0) ? 5'b00001 :
                          (max_index == 1) ? 5'b00010 :
                          (max_index == 2) ? 5'b00100 :
                          (max_index == 3) ? 5'b01000 :
                                             5'b10000;
endmodule
module neuron_h(
    input  [15:0] in1,       
    input  [15:0] in2,
    input  [15:0] in3,
    input  [15:0] in4,
    input  [2:0]  addr,      
    output signed [15:0] out
);
    wire signed [15:0] w1, w2, w3, w4;
    wire signed [15:0] b;
    W1_ROM myW1(.addr(addr), .w1(w1), .w2(w2), .w3(w3), .w4(w4));
    B1_ROM myB1(.addr(addr), .data(b));
    wire signed [15:0] s_in1 = $signed(in1);
    wire signed [15:0] s_in2 = $signed(in2);
    wire signed [15:0] s_in3 = $signed(in3);
    wire signed [15:0] s_in4 = $signed(in4);
    wire signed [31:0] p1 = s_in1 * w1;
    wire signed [31:0] p2 = s_in2 * w2;
    wire signed [31:0] p3 = s_in3 * w3;
    wire signed [31:0] p4 = s_in4 * w4;
    wire signed [31:0] b32 = b <<< 15;
    wire signed [31:0] sum32 = p1 + p2 + p3 + p4 + b32;
    wire signed [15:0] sum16 = sum32[30:15];
    assign out = (sum16 > 0) ? sum16 : 16'd0;
endmodule
module neuron_o(
    input  signed [15:0] h1,      
    input  signed [15:0] h2,
    input  signed [15:0] h3,
    input  signed [15:0] h4,
    input  signed [15:0] h5,
    input  signed [15:0] h6,
    input  signed [15:0] h7,
    input  signed [15:0] h8,
    input  [2:0]  addr,           
    output signed [15:0] out
);
    wire signed [15:0] w1, w2, w3, w4, w5, w6, w7, w8;
    wire signed [15:0] b;
    W2_ROM myW2(
        .addr(addr),
        .w1(w1), .w2(w2), .w3(w3), .w4(w4),
        .w5(w5), .w6(w6), .w7(w7), .w8(w8)
    );
    B2_ROM myB2(
        .addr(addr),
        .data(b)
    );
    wire signed [31:0] p1 = h1 * w1;
    wire signed [31:0] p2 = h2 * w2;
    wire signed [31:0] p3 = h3 * w3;
    wire signed [31:0] p4 = h4 * w4;
    wire signed [31:0] p5 = h5 * w5;
    wire signed [31:0] p6 = h6 * w6;
    wire signed [31:0] p7 = h7 * w7;
    wire signed [31:0] p8 = h8 * w8;
    wire signed [31:0] b32 = b <<< 15;
    wire signed [31:0] sum32 =
        p1 + p2 + p3 + p4 +
        p5 + p6 + p7 + p8 +
        b32;
    wire signed [15:0] sum16 = sum32[30:15];
	assign out = (sum16 > 0) ? sum16 : 16'd0;
endmodule
module W1_ROM (
    input  [2:0] addr,        
    output reg signed [15:0] w1,
    output reg signed [15:0] w2,
    output reg signed [15:0] w3,
    output reg signed [15:0] w4
);
always @(*) begin
    case (addr)
        0:  w1 = 28366;
        1:  w1 = 1235;
        2:  w1 = 32767;
        3:  w1 = 28311;
        4:  w1 = 27866;
        5:  w1 = -21901;
        6:  w1 = 11592;
        7:  w1 = -11250;
        default: w1 = 16'd0;
    endcase
    case (addr)
        0:  w2 = -32768;
        1:  w2 = 7519;
        2:  w2 = 20296;
        3:  w2 = 11812;
        4:  w2 = 7880;
        5:  w2 = 11221;
        6:  w2 = 19840;
        7:  w2 = 9513;
        default: w2 = 16'd0;
    endcase
    case (addr)
        0:  w3 = 20720;
        1:  w3 = -1834;
        2:  w3 = 19967;
        3:  w3 = -31414;
        4:  w3 = -32768;
        5:  w3 = -646;
        6:  w3 = 23343;
        7:  w3 = -16111;
        default: w3 = 16'd0;
    endcase
    case (addr)
        0:  w4 = 32767;
        1:  w4 = -31614;
        2:  w4 = -32768;
        3:  w4 = 16909;
        4:  w4 = 30360;
        5:  w4 = 32767;
        6:  w4 = -5276;
        7:  w4 = 14196;
        default: w4 = 16'd0;
    endcase
end
endmodule
module W2_ROM (
    input  [2:0] addr,        
    output reg signed [15:0] w1,
    output reg signed [15:0] w2,
    output reg signed [15:0] w3,
    output reg signed [15:0] w4,
    output reg signed [15:0] w5,
    output reg signed [15:0] w6,
    output reg signed [15:0] w7,
    output reg signed [15:0] w8
);
always @(*) begin
    case (addr)
        0: w1 = -32768;
        1: w1 = -32768;
        2: w1 = -9008;
        3: w1 = 15868;
        4: w1 = 24784;
        default: w1 = 16'd0;
    endcase
    case (addr)
        0: w2 = 17285;
        1: w2 = -22252;
        2: w2 = -5503;
        3: w2 = -17145;
        4: w2 = -23877;
        default: w2 = 16'd0;
    endcase
    case (addr)
        0: w3 = -32768;
        1: w3 = 32767;
        2: w3 = 5431;
        3: w3 = 10671;
        4: w3 = -27083;
        default: w3 = 16'd0;
    endcase
    case (addr)
        0: w4 = 11975;
        1: w4 = -22501;
        2: w4 = 18892;
        3: w4 = -17128;
        4: w4 = -11147;
        default: w4 = 16'd0;
    endcase
    case (addr)
        0: w5 = 4189;
        1: w5 = -31134;
        2: w5 = 11857;
        3: w5 = -10470;
        4: w5 = -8822;
        default: w5 = 16'd0;
    endcase
    case (addr)
        0: w6 = 32767;
        1: w6 = -13402;
        2: w6 = -20437;
        3: w6 = -4169;
        4: w6 = -15521;
        default: w6 = 16'd0;
    endcase
    case (addr)
        0: w7 = -6003;
        1: w7 = -13031;
        2: w7 = 11901;
        3: w7 = 20237;
        4: w7 = -32768;
        default: w7 = 16'd0;
    endcase
    case (addr)
        0: w8 = 19220;
        1: w8 = -18830;
        2: w8 = -1417;
        3: w8 = 10260;
        4: w8 = -1514;
        default: w8 = 16'd0;
    endcase
end
endmodule
module top_environment_classifier(
    input  wire clk,
    input  wire rst,
    inout  wire sda,
    output wire scl,
    output [4:0] classification
    );
     wire [15:0] in1_temp;
     wire [15:0] in2_humidity;
     wire [15:0] in3_pressure;
     wire [15:0] in4_light;
     wire  [2:0]  class_id;
     wire  [4:0]  class; 
    i2c_4sensor_top I2C_TOP (
        .clk(clk),
        .rst(rst),
        .sda(sda),
        .scl(scl),
        .in1_temp(in1_temp),
        .in2_airq(in2_airq),
        .in3_pressure(in3_pressure),
        .in4_light(in4_light)
    );
    classifier_top TOP_CLASSIFIER(
        .temp(in1_temp),     
        .light(in4_light),
        .voc(in2_humidity),
        .press(in3_pressure),
        .class_id(class_id),
        .class(class) 
    );
    assign classification = class ;
endmodule
==> /design/flow/run.sh <==
#!/bin/bash
# OpenROAD 26Q1-2900-gdf79404cd8, Yosys 0.63+post, stock flow scripts
make -C /OpenROAD-flow-scripts/flow DESIGN_CONFIG=/design/flow/config.mk WORK_HOME=/design/flow/orfs finish
==> /design/flow/config.mk <==
export PLATFORM = sky130hd
export DESIGN_NAME = top_environment_classifier
export DESIGN_NICKNAME = top_environment_classifier
export VERILOG_FILES = /design/flow/design.v
export SDC_FILE = /design/flow/constraint.sdc
export NUM_CORES = 4
export LEC_CHECK = 1
export CORE_AREA = 10 10 70 70
export DIE_AREA = 0 0 80 80
==> /design/flow/constraint.sdc <==
current_design top_environment_classifier

set clk_period 3.0
set clk_io_pct 0.2

create_clock -name clk0 -period $clk_period [get_ports {clk}]

set non_clock_inputs [all_inputs -no_clocks]
set_input_delay [expr $clk_period * $clk_io_pct] -clock clk0 $non_clock_inputs
set_output_delay [expr $clk_period * $clk_io_pct] -clock clk0 [all_outputs]
==> results.yml <==
# flow metrics
layout:
  finish.utilization: 0.185
  final_instance_area_um2: 633
  layout-area-overhead-vs-synth_pct: 16.1
  finalNonFillerCells: 104
  comb_area_um2: 256
  post_route_cells_drive_above_1_share: 0.138
  layout.area.seq_um2: 251
  number_of_fill_cells: 388
routing:
  detail-route-antenna-nets: 0
  detail_route.wirelength_um: 899
  vias: 340
  n_diodes: 0
  number_of_vias_per_cell: 3.27
  dr.first_iter.drc_count: 5
  firstDrtPassIters: 2
  wl_per_cell_um: 8.64
  drc: 0
global_route:
  gr-total-overflow: 0
  globalRouteTotalUtil: 0.0287
  number_of_antenna_violations_at_the_first_check_in_global_routing: 0
  grt_first_pass_wirelength_mm: 1.47
  number_of_global_route_vias_before_repair: 314
  grt_start_max_net_pins: 11
clock_network:
  post_cts_buffers: 0
  resize_count_post_cts: 0
  worstSkewPairLatency_ns: 0.27
  tritoncts: "done"
  number_of_buffers_inserted_during_clock_tree_synthesis: 3
  cts_buffer_depth: 2
  cts_root_buffer: "sky130_fd_sc_hd__clkbuf_4"
  cts.sinks: 10
  cts.clk_slew.worst_paths_ns: 0.06
  hold_buffers: 0
  cts.htree.levels: 1
logic_synthesis:
  synth_largest_type_area_fraction: 0.413
  synth-edff-count: 0
  synth_top_flop_cell: "sky130_fd_sc_hd__dfrtp_1"
  topCellsByArea: "sky130_fd_sc_hd__dfrtp_1 41%, sky130_fd_sc_hd__buf_4 8.3%, sky130_fd_sc_hd__xor2_1 6.4%, sky130_fd_sc_hd__nand4bb_4 5.0%, sky130_fd_sc_hd__dfstp_2 4.8%"
  ys.warnings.count: 30
  share_of_flip_flops_with_an_asynchronous_set_or_reset: 1.00
  synth_cell_types: 23
  ys_seq_share: 0.461
  synth-cells-yosys: 53
  synth_chip_area_um2: 546
  synth_cells: 53
  ys_seq_elements: 10
  top_area_cell: "sky130_fd_sc_hd__dfrtp_1"
  avgSynthCellArea_um2: 10.3
  post_synth_instance_area_um2: 546
  common_cells: "9 x sky130_fd_sc_hd__dfrtp_1, 7 x sky130_fd_sc_hd__nor2_1, 6 x sky130_fd_sc_hd__buf_4"
  top_cell: "sky130_fd_sc_hd__dfrtp_1"
critical_path:
  worst_path_max_delay_cell: "sky130_fd_sc_hd__dfstp_2"
  crit_arrival_ns: 1.27
  critical_path_peak_fanout: 2
  endpoint_kind: "output port"
  worst_setup_path_start_kind: "flip-flop"
  path_class: "reg -> out"
  cp_slowest_stage_delay_ns: 0.54
  crit_family: "flip-flops"
  timing.critical_path.buf_inv: 1
  critical_path_required_ns: 2.40
  crit_path_cell_trace: "clkdlybuf4s50_1"
floorplan:
  initial_core_util: 0.160
  ioPinCount: 9
  placementRows: 21
  die_width_um: 80
  die_area_um2: 6400
  vertical_die_size_um: 80
  floorplan.core_area_um2: 3420
timing:
  report.final.slew_viol_count: 0
  setup-violations-final: 0
  max_freq_ghz: 0.536
  clock_skew_ns: 0.00419
  hold_slack_ns: 0.471
  setup-tns-final_ns: 0
  worst_slack_ns: 1.13
  rsz0062_at_grt: "no"
  finalWorstPathRequiredPeriod_ns: 1.87
  post-route-period-util: 0.622
  number_of_hold_slack_violations_in_the_final_timing_report: 0
pwr:
  combPwrFrac: 0.017
  power.density_nw_per_um2: 411
  total_power_mw: 0.260
  power_frac_seq: 0.519
  p_int_mw: 0.210
  power.share.switching: 0.193
  power.static_leakage_nw: 0.264
  ir_worst_vdd_uv: 309
  net_switching_power_mw: 0.0502
  power.share.clock: 0.464
placed_design:
  place.detailed.hpwl_um: 664
  number_of_port_buffers: 2
  placement.setup.worst_slack_ns: 1.43
  placed_cells: 100
  cell_area_after_placement_um2: 597
  place.gp.congestion: 0.792
outcome:
  outcome: "finished, final reports clean"
worst_hold_path:
  timing.hold.worst.class: "reg -> reg"
job:
  tool_warnings: 26
  drv_cap: 0
## per-layer routing
metal | vias to the layer above | global-route usage | share of wire
met5 | - | 0 | 0
met2 | 11 | 0.0329 | 0.37
li1 | 174 | - | -
met4 | 0 | 0.00176 | 0
met1 | 155 | 0.0415 | 0.55
met3 | 0 | 0.0227 | 0.086
## power groups by stage
| stage | registers (mW) | clock network (mW) | logic, mW |
|---|---|---|---|
| 6_report | 0.135 | 0.121 | 0.00450 |
| 5_1_grt | 0.135 | 0.136 | 0.00550 |
| 4_1_cts | 0.135 | 0.124 | 0.00499 |
## final timing paths
| kind | startpoint | to | slack, ns | cells past startpoint |
|---|---|---|---|---|
| max in group asynchronous | rst | I2C_TOP.MASTER.scl_int$_DFFE_PP1N_ | 2.06 | 2 |
| min reg2reg | I2C_TOP.MASTER.clk_div[8]$_DFF_PP0_ | I2C_TOP.MASTER.clk_div[8]$_DFF_PP0_ | 0.47 | 1 |
| max reg2reg | I2C_TOP.MASTER.clk_div[0]$_DFF_PP0_ | I2C_TOP.MASTER.clk_div[6]$_DFF_PP0_ | 1.59 | 4 |
| max | I2C_TOP.MASTER.scl_int$_DFFE_PP1N_ | scl | 1.13 | 1 |
| min | I2C_TOP.MASTER.clk_div[8]$_DFF_PP0_ | I2C_TOP.MASTER.clk_div[8]$_DFF_PP0_ | 0.47 | 1 |
| min in group asynchronous | rst | I2C_TOP.MASTER.clk_div[5]$_DFF_PP0_ | 0.62 | 2 |
## cell type report
| type | count | area share |
|---|---|---|
| Inverter | 3 | 0.0178 |
| Multi-Input combinational cell | 39 | 0.405 |
| Clock buffer | 4 | 0.0573 |
| Sequential cell | 10 | 0.397 |
| Tap cell | 46 | 0.0909 |
| Timing Repair Buffer | 2 | 0.0316 |
## state kept, by name (all words and copies together) (netlist names)
name / count
I2C_TOP.MASTER.clk_div: 9
I2C_TOP.MASTER.scl_int: 1
## cell usage in the layout, fill, tap and decap left out
cell type	n
sky130_fd_sc_hd__nand4bb_4	1
sky130_fd_sc_hd__ha_1	2
sky130_fd_sc_hd__clkbuf_4	3
sky130_fd_sc_hd__dfstp_2	1
sky130_fd_sc_hd__nor3_1	1
sky130_fd_sc_hd__or3b_1	1
sky130_fd_sc_hd__o21ba_2	1
sky130_fd_sc_hd__nand2_1	2
sky130_fd_sc_hd__nand4_1	2
sky130_fd_sc_hd__nand2b_1	1
sky130_fd_sc_hd__or2_1	1
sky130_fd_sc_hd__a21oi_1	1
sky130_fd_sc_hd__clkbuf_8	1
sky130_fd_sc_hd__nor2_2	1
sky130_fd_sc_hd__nor2_1	7
sky130_fd_sc_hd__a221o_1	1
sky130_fd_sc_hd__conb_1	6
sky130_fd_sc_hd__inv_1	3
sky130_fd_sc_hd__clkdlybuf4s50_1	2
sky130_fd_sc_hd__dfrtp_1	9
sky130_fd_sc_hd__o211ai_1	1
sky130_fd_sc_hd__and2_0	1
sky130_fd_sc_hd__xnor2_1	1
sky130_fd_sc_hd__xor2_1	4
sky130_fd_sc_hd__nand3_1	4
## kinds of logic after synthesis
group | Yosys count | share of synthesized area
fa+ha+maj | 2 | 0.0459
other cells | 1 | 0.00687
compound gates | 4 | 0.0596
buf+inv | 9 | 0.103
xor+xnor | 5 | 0.0803
flops | 10 | 0.461
simple gates | 22 | 0.243
Power is estimated from default activity; no workload was simulated.
